[design.v]
`timescale 1ns / 1ps
module led_intensity_adjust(
    output reg led0_r,
    output reg led0_g,
    output reg led0_b,
    output reg led1_r,
    output reg led1_g,
    output reg led1_b,
    input red0,
    input green0,
    input blue0,
    input red1,
    input green1,
    input blue1,
    input [7:0] intensity,
    input CLK100MHZ
    );
    reg [7:0] counter;
    initial begin
        counter = 'd0;
    end
    always @ (posedge CLK100MHZ) begin
            if (counter <= intensity) begin
                led0_r <= red0;
                led0_g <= green0;
                led0_b <= blue0;
                led1_r <= red1;
                led1_g <= green1;
                led1_b <= blue1;
            end
            else begin
                led0_r <= 1'b0;
                led0_g <= 1'b0;
                led0_b <= 1'b0;
                led1_r <= 1'b0;
                led1_g <= 1'b0;
                led1_b <= 1'b0;
            end
            counter <= counter + 'd1;
        end
endmodule
[run.sh]
#!/bin/bash
# OpenROAD 26Q1-2900-gdf79404cd8, Yosys 0.63+post, stock flow scripts
make -C /OpenROAD-flow-scripts/flow DESIGN_CONFIG=/design/flow/config.mk WORK_HOME=/design/flow/orfs finish
[config.mk]
export PLATFORM = sky130hd
export DESIGN_NAME = led_intensity_adjust
export DESIGN_NICKNAME = led_intensity_adjust
export VERILOG_FILES = /design/flow/design.v
export SDC_FILE = /design/flow/constraint.sdc
export NUM_CORES = 4
export LEC_CHECK = 1
export CORE_AREA = 10 10 88 88
export DIE_AREA = 0 0 98 98
[constraint.sdc]
current_design led_intensity_adjust

set clk_period 2.1
set clk_io_pct 0.2

create_clock -name clk0 -period $clk_period [get_ports {CLK100MHZ}]

set non_clock_inputs [all_inputs -no_clocks]
set_input_delay [expr $clk_period * $clk_io_pct] -clock clk0 $non_clock_inputs
set_output_delay [expr $clk_period * $clk_io_pct] -clock clk0 [all_outputs]
==> metrics.yaml <==
avgSynthCellArea_um2: 10.6
cts-root-buf: "clkbuf_8"
rsz0062_at_grt: "no"
h-tree-depth: 1
firstDrtPassIters: 2
syn_area_um2: 638
cts_inserted_buffers: 3
chip_area_um2: 9600
finalCriticalPeriod_ns: 1.83
antenna_found_initial: 0
netlist-cell-type-count: 19
drv_cap: 0
reg2reg_slack_ns: 0.60
final.setup.tns_ns: 0
finClkSkew_ns: 0.000461
hold_path_class: "flip-flop to flip-flop"
ys_ff: 14
wl_per_cell_um: 8.77
finalSetupViolations: 0
worstMarginPinSlew_ns: 0.408
ys_cells: 60
critPathMaxFanout: 6
yosysWarnings: 1
top_level_ports: 21
first_global_vias: 507
critPathCaptureType: "flip-flop"
final_max_slew_viol_count: 0
ys_area_um2: 638
status: "complete, no violations"
gp_congestion: 0.725
routed_wl_mm: 1.39
hpwl_mm: 1.15
cp.arrival_ns: 1.94
required_ns: 2.21
cts_hold_buf: 0
coreArea_um2: 5920
finalCritPeriodShare: 0.873
cts_tree: "done"
syn_inst: 60
fmax_ghz: 0.545
drt_iter0_markers: 12
powerDensity_nw_per_um2: 550
viasPerCell: 3.12
num-fill-cells: 676
grt_pass1_wl_mm: 2.39
path_clk_slew_ns: 0.05
fp_util: 0.108
layout_top_cells: "20 x clkdlybuf4s50_1, 14 x dfxtp_1, 9 x ha_1"
tool_warnings: 25
critPathKind: "input port to flip-flop"
postCtsSetupBuffers: 0
drc_errors: 0
finalHoldViolCount: 0
ant_nets: 0
clock-sinks: 14
area_growth_pct: 52.5
cts_resized: 0
clk_latency_ns: 0.24
slew_headroom: 0.728
n_antenna_cell: 0
grt_usage: 0.0302
ir_worst_vdd_uv: 198
worstSetupStartpointType: "input port"
fp.dieH_um: 98
dp.cells: 155
overflow: 0
final_layout_top_logic_cell: "clkdlybuf4s50_1"
p_leak_nw: 0.406
layout-drive-gt1-share: 0.0843
port_buffers: 20
grt_max_degree: 8
synth_seq_share: 0.439
clockBufferDepth: 2
layoutNonFillerInstCount: 158
die_x_um: 98
vias: 493
fin_util: 0.164
num_rows: 28
## flip-flops by register name (all words and copies together) (netlist names)
name     count
led1_b       1
counter      8
led1_r       1
led1_g       1
led0_r       1
led0_g       1
led0_b       1
## critical path, stage by stage
cell,delay [ns]
clkdlybuf4s50_1,0.45
inv_1,0.04
ha_1,0.28
nor2b_1,0.13
o211ai_1,0.13
a211oi_2,0.40
nor3b_1,0.09
## cell type report
cell class / count / area, um2 / area share
multi-input cells: 38 / 328 / 0.337
repair buffers: 20 / 200 / 0.206
flip-flops and latches: 14 / 280 / 0.288
well taps: 75 / 93.8 / 0.0964
inverters: 8 / 30.0 / 0.0308
clock buffers: 3 / 41.3 / 0.0424
## final timing paths
check / startpoint / endpoint / cells after the start
worst max-delay path: intensity[1] / led1_r / 7
worst min-delay path: counter[0] / counter[0] / 1
worst max register to register: counter[1] / led1_r / 5
worst min register to register: counter[0] / counter[0] / 1
## Yosys cell counts
| cell type | count | share of area |
|---|---|---|
| and4_1 | 1 | 0.014 |
| nand2_1 | 1 | 0.0059 |
| nand4_2 | 1 | 0.020 |
| and3_1 | 1 | 0.0098 |
| nor3b_1 | 6 | 0.071 |
| xnor2_1 | 4 | 0.055 |
| inv_1 | 8 | 0.047 |
| nand3_1 | 3 | 0.024 |
| o211ai_1 | 1 | 0.012 |
| a21oi_1 | 2 | 0.016 |
| nand4_1 | 2 | 0.020 |
| nor2_2 | 1 | 0.0098 |
| dfxtp_1 | 14 | 0.44 |
| ha_1 | 9 | 0.18 |
| a21o_1 | 1 | 0.012 |
| a211oi_2 | 1 | 0.020 |
| xor2_1 | 2 | 0.027 |
| a21oi_2 | 1 | 0.014 |
| nor2b_1 | 1 | 0.0098 |
## cell families (layout without fill, tap and decap cells)
kind of cell / count (synthesis) / count (layout) / synth area share
AOI/OAI and AO/OA: 6 / 6 / 0.0726
DFF: 14 / 14 / 0.439
adders and majority gates: 9 / 9 / 0.176
and+or+nand+nor: 17 / 17 / 0.182
buffers and inverters: 8 / 31 / 0.0471
xor gates and xnor gates: 6 / 6 / 0.0824
## where the power goes
group | total, mW | switching (mW) | internal [mW]
Combinational | 0.0553 | 0.0140 | 0.0413
Clock | 0.206 | 0.0803 | 0.126
Sequential | 0.274 | 0.00150 | 0.272
## stage by stage
| stage | total power [mW] | instance area, um2 | hold slack, ns | worst slack (ns) |
|---|---|---|---|---|
| floorplan | 0.294 | 638 | 0.400 | 0.650 |
| global placement | 0.335 | 932 | 0.423 | 0.0395 |
| detailed placement | 0.335 | 932 | 0.432 | 0.00290 |
| CTS | 0.548 | 973 | 0.445 | 0.256 |
| global route | 0.566 | 973 | 0.464 | 0.0915 |
| finish | 0.536 | 973 | 0.439 | 0.266 |
## routing by layer
layer / global-route usage / share of wire
met3: 0.0228 / 0.14
met2: 0.0345 / 0.31
met5: 0 / 0
met4: 0.00447 / 0.0072
met1: 0.0434 / 0.54
Power is estimated from default activity; no workload was simulated.
