## /design/flow/design.v

```verilog
module async_transmitter(clk, TxD_start, TxD_data, TxD, TxD_busy);
input clk, TxD_start;
input [7:0] TxD_data;
output TxD, TxD_busy;
parameter ClkFrequency = 25000000;	 
parameter Baud = 115200;
parameter RegisterInputData = 1;	 
parameter BaudGeneratorAccWidth = 16;
reg [BaudGeneratorAccWidth:0] BaudGeneratorAcc;
wire [BaudGeneratorAccWidth:0] BaudGeneratorInc = ((Baud<<(BaudGeneratorAccWidth-4))+(ClkFrequency>>5))/(ClkFrequency>>4);
wire BaudTick = BaudGeneratorAcc[BaudGeneratorAccWidth];
wire TxD_busy;
always @(posedge clk) if(TxD_busy) BaudGeneratorAcc <= BaudGeneratorAcc[BaudGeneratorAccWidth-1:0] + BaudGeneratorInc;
reg [3:0] state;
wire TxD_ready = (state==0);
assign TxD_busy = ~TxD_ready;
reg [7:0] TxD_dataReg;
always @(posedge clk) if(TxD_ready & TxD_start) TxD_dataReg <= TxD_data;
wire [7:0] TxD_dataD = RegisterInputData ? TxD_dataReg : TxD_data;
initial begin
    BaudGeneratorAcc[BaudGeneratorAccWidth:0] <= 'h0;
    state <= 1'b0;
end
always @(posedge clk)
case(state)
	4'b0000: if(TxD_start) state <= 4'b0001;
	4'b0001: if(BaudTick) state <= 4'b0100;
	4'b0100: if(BaudTick) state <= 4'b1000;   
	4'b1000: if(BaudTick) state <= 4'b1001;   
	4'b1001: if(BaudTick) state <= 4'b1010;   
	4'b1010: if(BaudTick) state <= 4'b1011;   
	4'b1011: if(BaudTick) state <= 4'b1100;   
	4'b1100: if(BaudTick) state <= 4'b1101;   
	4'b1101: if(BaudTick) state <= 4'b1110;   
	4'b1110: if(BaudTick) state <= 4'b1111;   
	4'b1111: if(BaudTick) state <= 4'b0010;   
	4'b0010: if(BaudTick) state <= 4'b0011;   
	4'b0011: if(BaudTick) state <= 4'b0000;   
	default: if(BaudTick) state <= 4'b0000;
endcase
reg muxbit;
always @( * )
case(state[2:0])
	3'd0: muxbit <= TxD_dataD[0];
	3'd1: muxbit <= TxD_dataD[1];
	3'd2: muxbit <= TxD_dataD[2];
	3'd3: muxbit <= TxD_dataD[3];
	3'd4: muxbit <= TxD_dataD[4];
	3'd5: muxbit <= TxD_dataD[5];
	3'd6: muxbit <= TxD_dataD[6];
	3'd7: muxbit <= TxD_dataD[7];
endcase
reg TxD;
always @(posedge clk) TxD <= (state<4) | (state[3] & muxbit);   
endmodule
```

## /design/flow/run.sh

```bash
#!/bin/bash
# OpenROAD 26Q1-2900-gdf79404cd8, Yosys 0.63+post, stock flow scripts
make -C /OpenROAD-flow-scripts/flow DESIGN_CONFIG=/design/flow/config.mk WORK_HOME=/design/flow/orfs finish
```

## /design/flow/config.mk

```make
export PLATFORM = sky130hd
export DESIGN_NAME = async_transmitter
export DESIGN_NICKNAME = async_transmitter
export VERILOG_FILES = /design/flow/design.v
export SDC_FILE = /design/flow/constraint.sdc
export NUM_CORES = 4
export LEC_CHECK = 1
export CORE_AREA = 10 10 106 106
export DIE_AREA = 0 0 116 116
```

## /design/flow/constraint.sdc

```tcl
current_design async_transmitter

set clk_period 3.5
set clk_io_pct 0.2

create_clock -name clk0 -period $clk_period [get_ports {clk}]

set non_clock_inputs [all_inputs -no_clocks]
set_input_delay [expr $clk_period * $clk_io_pct] -clock clk0 $non_clock_inputs
set_output_delay [expr $clk_period * $clk_io_pct] -clock clk0 [all_outputs]
```

==> results_slide.txt <==
Synthesis and Place & Route Summary

Run status
  – Outcome: completed

Clocking
  – Clk latency late pin: 0.28 ns
  – CTS clk-pin slew, worst paths: 0.06 ns
  – CTS H-tree depth: 2
  – CTS Buf Count: 5
  – CTS sink cnt: 29
  – Cts-stage hold buffer count: 0
  – CTS tree: yes
  – Root buf cell: clkbuf_8
  – Maximum clock path buffer count: 2
  – Post-CTS Setup Bufs: 0
  – Resize count post-CTS: 0

STA
  – Sum Neg Setup Slack: 0 ns
  – Slew @ Worst Pin: 0.693 ns
  – Worst relative slew slack: 0.538
  – Part of the cycle the worst path needs: 0.789
  – Final Hold Violating Endpoints: 0
  – Skew final: 0.00449 ns
  – Max Fclk: 0.362 GHz
  – Minimum clock period: 2.76 ns
  – Final number of setup-violating endpoints: 0
  – Slew Limit Fails: 0
  – RSZ-0062 raised after global routing: false

Flow run
  – Number of max-cap violations: 0
  – OpenROAD warning count: 25

Route
  – Met3 Routed Length: 307 µm
  – Pre-antenna DRT Iters: 4
  – Vias/cell: 3.39
  – Remaining antenna violation count: 0
  – Uppermost layer routed: met4
  – Post-route DRC: 0
  – Routed WL: 2.17 mm
  – Drt initial violations: 35
  – Met1 WL: 1.11 mm
  – DR WL/cell: 9.92 µm
  – Met2 WL: 732 µm
  – Total vias in the final route: 743
  – Ant. Diodes: 0

Synthesis
  – Cell area leaders: edfxtp_1 (63%), xnor2_1 (4.6%), mux4_2 (3.3%), xor2_1 (2.6%), a21oi_1 (2.2%)
  – FF+latch count, synth: 29
  – Yosys top cell by area: edfxtp_1
  – Cell with the most instances after synthesis: edfxtp_1
  – Post-synth EDFFs: 28
  – Yosys cell count: 95
  – Synth cell types: 37
  – Yosys top cell area share: 0.625
  – Register share after synthesis: 0.640
  – Syn_area_per_cell: 14.2 µm²
  – Synth Instances: 95
  – Post-Syn Area: 0.00135 mm²
  – Ys flop type: edfxtp_1
  – Async set-reset flop share out of synthesis: 0
  – Yosys warnings: 1
  – Post-synth top cells: edfxtp_1 (28), xnor2_1 (7), a21oi_1 (6), nand2_1 (6), inv_1 (5)
  – Yosys chip area: 0.00135 mm²

Floorplanning
  – Chip Height: 116 µm
  – DIE AREA: 0.0135 mm²
  – DIE WIDTH: 116 µm
  – Core Rows: 34
  – IO Pins: 12
  – Fp util: 0.152
  – Core footprint: 0.00885 mm²

Setup path
  – Worst Setup Path Type: reg -> out
  – Worst Path Arrival: 2.06 ns
  – Crit path launch: state[0]$_DFFE_PP_
  – Critical Path Sink Type: output pin
  – Worst-path fanout max: 18
  – Critical Path RT: 2.80 ns
  – Worst Setup Start Kind: register
  – RR Startpoint: state[0]$_DFFE_PP_

Layout
  – Layout cells sized above 1: 0.171
  – Synthesis-to-finish area growth: 23.4%
  – Fin cells: 219

Placement
  – Dpl hpwl: 1.45 mm
  – Port Buffers: 11
  – Routability cong.: 0.792
  – Cell count after placement: 211

Global route
  – Vias in the first global route: 716
  – Pin count of the biggest net entering global routing: 19
  – Gr ovfl total: 0
  – Initial antenna violation count: 0
  – First-pass GRT wire length: 3.54 mm
  – GRT Overall Usage: 0.0333

Power
  – Max rail drop VDD: 0.000115 V
  – Pwr/cell area: 390 mW/mm²
  – Pleak: 0.000570 µW
  – Total power: 648 µW

Worst hold path
  – Hold Path Class: reg -> reg
  – Hold Startpoint: BaudGeneratorAcc[1]$_DFFE_PN_
==> worst paths after layout <==
| path | slack (ns) | cells after the start | end |
|---|---|---|---|
| worst max-delay path | 0.74 | 3 | TxD_busy |
| worst min-delay path | 0.59 | 1 | BaudGeneratorAcc[1]$_DFFE_PN_ |
| worst max register to register | 1.66 | 3 | state[1]$_DFFE_PP_ |
| worst min register to register | 0.59 | 1 | BaudGeneratorAcc[1]$_DFFE_PN_ |
==> cell families (layout without fill, tap and decap cells) <==
group | after synthesis | count (layout) | synth area share
xor+xnor | 13 | 13 | 0.0958
flops | 29 | 29 | 0.640
buf+inv | 8 | 24 | 0.0233
fa+ha+maj | 1 | 1 | 0.00930
compound gates | 14 | 14 | 0.0688
mux | 3 | 3 | 0.0409
simple gates | 27 | 27 | 0.122
==> area by class of cell <==
cell class / instances / area [µm²]
fillers: 935 / 7190
flip-flops and latches: 29 / 861
multi-input cells: 58 / 453
well taps: 108 / 135
repair buffers: 11 / 110
clock buffers: 6 / 72.6
inverters: 5 / 18.8
clock inverters: 2 / 10.0
==> worst max-delay path: stages, from the launching register on <==
cell and delay [ns]:
edfxtp_1 0.52, nor4_1 0.35, inv_1 0.38, clkdlybuf4s50_1 0.53
==> per-stage QoR <==
| stage | instance area [µm²] | util | worst slack (ns) | hold WS (ns) |
|---|---|---|---|---|
| 3_3_place_gp | 1580 | 0.178 | 0.979 | 0.559 |
| 3_5_place_dp | 1580 | 0.178 | 1.00 | 0.565 |
| 6_report | 1660 | 0.188 | 0.739 | 0.586 |
| 5_1_grt | 1660 | 0.188 | 0.546 | 0.610 |
| 2_1_floorplan | 1350 | - | 1.70 | 0.541 |
| 4_1_cts | 1660 | 0.188 | 0.676 | 0.591 |
==> sequential cells by signal, indices dropped and copies added, names as in the netlist <==
name,count
BaudGeneratorAcc,16
TxD,1
state,4
TxD_dataReg,8
==> metal layers <==
| layer | global-route usage | vias to the layer above |
|---|---|---|
| li1 | - | 374 |
| met1 | 0.0489 | 333 |
| met2 | 0.0387 | 32 |
| met3 | 0.0230 | 4 |
| met4 | 0.00667 | 0 |
| met5 | 0 | - |
==> placed cells by master (no fill, tap or decap), drive strengths merged <==
cell / Yosys / routed
clkinv: 0 / 2
clkdlybuf4s50: 0 / 11
and4: 1 / 1
ha: 1 / 1
dfxtp: 1 / 1
o21ai: 2 / 2
nor4: 2 / 2
o21bai: 1 / 1
nand2b: 2 / 2
a21o: 2 / 2
nor2: 5 / 5
mux2i: 1 / 1
xor2: 5 / 5
a21oi: 6 / 6
o22ai: 1 / 1
or3: 1 / 1
nand3: 2 / 2
mux4: 2 / 2
nor3b: 1 / 1
o211ai: 1 / 1
edfxtp: 28 / 28
nor2b: 3 / 3
and2: 1 / 1
o21ba: 1 / 1
inv: 5 / 5
xnor2: 8 / 8
nand2: 6 / 6
and3: 2 / 2
nand4: 1 / 1
clkbuf: 2 / 6
==> power breakdown <==
part / switching [µW] / internal [µW] / leakage [µW] / total, µW
clock: 124 / 137 / 0.0000450 / 261
combinational: 1.85 / 8.72 / 0.000246 / 10.6
sequential: 0 / 376 / 0.000279 / 376
No activity file was given, so power comes from the tool's default toggle rates.
