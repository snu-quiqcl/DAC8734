File: flow/config.mk
export PLATFORM = sky130hd
export DESIGN_NAME = spi_fsm_module
export DESIGN_NICKNAME = spi_fsm_module
export VERILOG_FILES = /design/flow/design.v
export SDC_FILE = /design/flow/constraint.sdc
export NUM_CORES = 4
export LEC_CHECK = 1
export CORE_UTILIZATION = 40
File: flow/constraint.sdc
current_design spi_fsm_module

set clk_period 3.2
set clk_io_pct 0.2

create_clock -name clk0 -period $clk_period [get_ports {CLK100MHZ}]

set non_clock_inputs [all_inputs -no_clocks]
set_input_delay [expr $clk_period * $clk_io_pct] -clock clk0 $non_clock_inputs
set_output_delay [expr $clk_period * $clk_io_pct] -clock clk0 [all_outputs]
File: flow/design.v
`timescale 1ns / 1ps
module clock_divider(
    input wire CLK100MHZ,
    input wire reset,
    input wire [7:0] divide,
    input wire count_enable,
    output wire count_end
    );
reg[7:0] count;
assign count_end = (count == 8'h0);
always @(posedge CLK100MHZ) begin
    if(reset) begin
        count[7:0] <= 8'h0;
    end
    else begin
        if(count_enable == 1'b1) begin
            count[7:0] <= count[7:0] - 8'h1;
            if( count[7:0] == 8'h0 ) begin
                count[7:0] <= {1'b0,divide[7:1]} - 8'h1;
            end
        end
        else begin
            count[7:0] <= {1'b0,divide[7:1]} - 8'h1;
        end
    end
end
endmodule
`timescale 1ns / 1ps
module shift_register_in(
    input wire CLK100MHZ,
    input wire reset,
    input wire lsb_first,
    input wire data_load,
    input wire sdi,
    input wire clear_register,
    output wire [31:0] data_out
    );
reg[31:0] data;
assign data_out[31:0] = data[31:0];
always@(posedge CLK100MHZ) begin
    if(reset) begin
        data[31:0] <= 32'h0;
    end
    else begin
        if( clear_register == 1'b1) begin
            data[31:0] <= 32'b0;
        end
        else if(data_load == 1'b1) begin
            if(lsb_first == 1'b1) begin
                data[31:0] <= {data[30:0], sdi};
            end
            else begin
                data[31:0] <= {sdi,data[31:1]};
            end
        end
    end
end
endmodule
`timescale 1ns / 1ps
module shift_register_out(
    input wire CLK100MHZ,
    input wire reset,
    input wire lsb_first,
    input wire data_load,
    input wire [31:0] data_in,
    input wire write,
    output wire sdo
    );
reg [33:0] data;
assign sdo = (lsb_first)? data[0]:data[33];
always @(posedge CLK100MHZ) begin
    if(reset) begin
        data[33:0] <= 34'h0;
    end
    else begin
        if(write == 1'b1) begin
            data[33:0] <= {1'b0,data_in[31:0],1'b0};
        end
        else if(data_load == 1'b1) begin
            if( lsb_first == 1'b1 ) begin
                data[33:0] <= {1'b0, data[33:1]};
            end
            else begin
                data[33:0] <= {data[32:0], 1'b0};
            end
        end
    end
end
endmodule
`timescale 1ns / 1ps
module spi_fsm_module
#(
    parameter NUM_CS = 1
)
(
    input  wire CLK100MHZ,
    input  wire reset,
    input  wire [31:0] spi_config_in,
    input  wire spi_config_selected,
    input  wire [31:0] spi_data_in,
    input  wire spi_data_selected,
    input  wire sdi,
    output wire busy,
    output wire [31:0] spi_data_out,
    output wire data_write,
    output wire sdo,
    output wire cpha,
    output wire cpol,
    output wire cspol,
    output wire slave_en,
    output wire cs_next,
    output wire sck_next,
    output wire[NUM_CS-1:0] cs_val
);
reg config_lsb_first;
reg config_slave_en;
reg config_end_spi;
reg[4:0] config_dummy;
reg[7:0] config_cs;
reg[4:0] config_length;
reg config_cspol;
reg config_cpol;
reg config_cpha;
reg[7:0] clk_div;
reg busy_state;
reg spi_start;
reg [4:0] data_remain;
reg data_load;
reg sck_next_state;
reg cs_next_state;
reg spi_counter_state;
reg write_en;
reg initialize_reg;
reg [31:0] data_buffer;
wire spi_counter_end;
wire reduced_config_cpha;
typedef enum logic [3:0] {IDLE, LOW, HIGH, WAIT_LOW, LAST_HIGH, LAST_LOW, EXTEND_LOW} state_type;
state_type spi_fsm_state;
initial begin
    busy_state <= 1'b0;
    spi_fsm_state <= IDLE;
end
assign busy = busy_state;
assign cpha = config_cpha;
assign cpol = config_cpol;
assign cspol = config_cspol;
assign slave_en = config_slave_en;
assign cs_next = cs_next_state;
assign sck_next = sck_next_state;
assign cs_val[NUM_CS-1:0] = config_cs[NUM_CS-1:0];
assign reduced_config_cpha = config_cpha ^ config_slave_en;
assign data_write = write_en;
clock_divider clock_divider_0 (
    .CLK100MHZ(CLK100MHZ),
    .reset(reset),
    .divide(clk_div),
    .count_enable(spi_counter_state),
    .count_end(spi_counter_end)
);
shift_register_out shift_register_out_0(
    .CLK100MHZ(CLK100MHZ),
    .reset(reset),
    .lsb_first(config_lsb_first),
    .data_load(data_load),
    .data_in(data_buffer),
    .write(initialize_reg),
    .sdo(sdo)
);
shift_register_in shift_register_in_0(
    .CLK100MHZ(CLK100MHZ),
    .reset(reset),
    .lsb_first(config_lsb_first),
    .data_load(data_load),
    .sdi(sdi),
    .clear_register(initialize_reg),
    .data_out(spi_data_out)
);
always @(posedge CLK100MHZ) begin
    if(reset) begin
        spi_start <= 1'b0;
        data_buffer[31:0] <= 32'h0;
        {config_lsb_first, config_slave_en, config_end_spi, config_dummy, config_cs, config_length, config_cspol, config_cpol, config_cpha, clk_div} <= 32'h0;
    end
    else begin
        if( spi_config_selected & ~busy_state) begin
            {config_lsb_first, config_slave_en, config_end_spi, config_dummy, config_cs, config_length, config_cspol, config_cpol, config_cpha, clk_div} <= spi_config_in;
        end
        spi_start <= spi_data_selected & ~busy_state;
        data_buffer[31:0] <= spi_data_in[31:0];
    end
end
always @(posedge CLK100MHZ) begin
    if(reset) begin
        busy_state <= 1'b0;
        spi_fsm_state[2:0] <= IDLE;
        data_remain[4:0] <= 5'h0;
        data_load <= 1'b0;
        sck_next_state <= 1'b0;
        cs_next_state <= 1'b0;
        spi_counter_state <= 1'b0;
        write_en <= 1'b0;
        initialize_reg <= 1'b0;
    end
    else begin
        case(spi_fsm_state)
            IDLE:
            begin
                data_remain[4:0] <= config_length[4:0];
                if(spi_start == 1'b1) begin
                    busy_state <= 1'b1;
                    cs_next_state <= 1'b1;
                    if(reduced_config_cpha == 1'b0) begin
                        data_load <= 1'b1;
                        spi_fsm_state <= LOW;
                    end
                    else begin
                        data_load <= 1'b0;
                        spi_fsm_state <= EXTEND_LOW;
                    end
                    spi_counter_state <= 1'b1;
                    sck_next_state <= 1'b0;
                    write_en <= 1'b0;
                    initialize_reg <= 1'b0;
                end
                else begin
                    cs_next_state <= 1'b0;
                    sck_next_state <= 1'b0;
                    busy_state <= spi_data_selected;
                    data_load <= 1'b0;
                    spi_counter_state <= 1'b0;
                    initialize_reg <= 1'b1;
                    write_en <= 1'b0;
                end
            end
            LOW:
            begin
                initialize_reg <= 1'b0;
                if(spi_counter_end == 1'b1) begin
                    if(data_remain[4:0] == 5'h0) begin
                        spi_fsm_state <= LAST_HIGH;
                        sck_next_state <= 1'b1;
                        if( reduced_config_cpha == 1'b1 ) begin
                            data_load <= 1'b1;
                        end
                        else begin
                            data_load <= 1'b0;
                        end
                    end
                    else begin
                        spi_fsm_state <= HIGH;
                        sck_next_state <= 1'b1;
                        if( reduced_config_cpha == 1'b1 ) begin
                            data_load <= 1'b1;
                        end
                        else begin
                            data_load <= 1'b0;
                        end
                    end
                end
                else begin
                    sck_next_state <= 1'b0;
                    data_load <= 1'b0;
                end
            end
            HIGH:
            begin
                if( spi_counter_end == 1'b1 ) begin
                    data_remain[4:0] <= data_remain[4:0] - 5'h1;
                    spi_fsm_state <= LOW;
                    if( reduced_config_cpha == 1'b1 ) begin
                        data_load <= 1'b0;
                    end
                    else begin
                        data_load <= 1'b1;
                    end
                    sck_next_state <= 1'b0;
                end
                else begin
                    sck_next_state <= 1'b1;
                    data_load <= 1'b0;
                end
            end
            WAIT_LOW:
            begin
                data_remain[4:0] <= config_length[4:0];
                if(spi_start == 1'b1) begin
                    busy_state <= 1'b1;
                    if(reduced_config_cpha == 1'b0) begin
                        spi_fsm_state <= LOW;
                        data_load <= 1'b1;
                    end
                    else begin
                        spi_fsm_state <= EXTEND_LOW;
                        data_load <= 1'b0;
                    end
                    write_en <= 1'b0;
                    spi_counter_state <= 1'b1;
                    initialize_reg <= 1'b0;
                    sck_next_state <= 1'b0;
                end
                else begin
                    initialize_reg <= 1'b1;
                    spi_counter_state <= 1'b0;
                    busy_state <= 1'b0;
                    data_load <= 1'b0;
                    write_en <= 1'b0;
                    sck_next_state <= 1'b0;
                end
            end
            LAST_HIGH:
            begin
                if(spi_counter_end == 1'b1) begin
                    spi_fsm_state <= LAST_LOW;
                    if( reduced_config_cpha == 1'b1 ) begin
                        data_load <= 1'b0;
                    end
                    else if( config_slave_en == 1'b0) begin
                        data_load <= 1'b1;
                    end
                    sck_next_state <= 1'b0;
                end
                else begin
                    sck_next_state <= 1'b1;
                    data_load <= 1'b0;
                end
            end
            LAST_LOW:
            begin
                if(spi_counter_end == 1'b1) begin
                    if(config_end_spi == 1'b1) begin
                        sck_next_state <= 1'b0;
                        spi_fsm_state <= IDLE;
                        data_load <= 1'b0;
                        busy_state <= 1'b1;
                        write_en <= config_slave_en;
                        cs_next_state <= 1'b0;
                    end
                    else begin
                        spi_fsm_state <= WAIT_LOW;
                        sck_next_state <= 1'b0;
                        data_load <= 1'b0;
                        busy_state <= 1'b1;
                        write_en <= config_slave_en;
                    end
                end
                else begin
                    sck_next_state <= 1'b0;
                    data_load <= 1'b0;
                end
            end
            EXTEND_LOW:
            begin
                initialize_reg <= 1'b0;
                if(spi_counter_end == 1'b1) begin
                    begin
                        spi_fsm_state <= LOW;
                        sck_next_state <= 1'b0;
                        data_load <= 1'b0;
                    end
                end
                else begin
                    sck_next_state <= 1'b0;
                    data_load <= 1'b0;
                end
            end
        endcase
    end
end
endmodule
File: flow/run.sh
#!/bin/bash
# OpenROAD 26Q1-2900-gdf79404cd8, Yosys 0.63+post, stock flow scripts
make -C /OpenROAD-flow-scripts/flow DESIGN_CONFIG=/design/flow/config.mk WORK_HOME=/design/flow/orfs finish
==> qor.yml <==
clock_tree:
  numCtsBuffers: 17
  cts_hold_buf: 0
  cts_tree: "built"
  cts_post_setup_buffers_inserted: 0
  clk_path_buf_depth: 2
  clkSlewWorstSetupHoldPaths_ns: 0.06
  h-tree-depth: 4
  cts_sinks: 141
  cts_resized: 0
  clock_tree.root_cell: "clkbuf_16"
  clk_latency_ns: 0.41
timing:
  holdWs_ns: 0.456
  timing.final.crit_share: 0.824
  relSlewSlack: 0.434
  setup_ws_ns: 0.564
  final_max_slew_viol_count: 0
  worst_pin_slew_ns: 0.842
  period_needed_ns: 2.64
  setup_violations: 0
  max_freq_mhz: 379
  finClkSkew_ns: 0.00586
  tns_ns: 0
  rsz0062_at_grt: "false"
  hold_violations: 0
place:
  place_congestion: 0.842
  dpl_cell_area_mm2: 0.00734
  dp_hpwl_um: 8180
  port_buffers: 97
  place_ws_ns: 0.577
pwr:
  seqPwrFrac: 0.390
  net-switching-power_uw: 2110
  swShare: 0.332
  internal_power_uw: 4260
  power-per-cell-area_mw_per_mm2: 804
  clkPwrFrac: 0.299
  combPwrFrac: 0.312
  peakVddDrop_uv: 450
  power_leakage_uw: 0.00273
worst_setup_path:
  cp_top_family: "simple AND/OR/NAND/NOR gates"
  path_max_fanout: 10
  worstPathArrival_ns: 2.96
  cp_slowest_cell: "or4_1"
  end_kind: "register"
  criticalPathCategory: "reg2reg"
  startpoint_type: "register"
  crit_chain: "or4_1 > or4_1 > or4_1 > a311oi_1"
  max_stage_delay_ns: 0.73
  required_ns: 3.52
  critPathMostFrequentCell: "or4_1"
  crit_buf_inv: 0
synth:
  synth.avg_cell_area_um2: 8.70
  synthArstFlopShare: 0
  synth_cell_types: 49
  synth-edff-count: 0
  yosysCellCount: 721
  ys_seq_share: 0.450
  yosys_warnings: 4
  yosys_area_mm2: 0.00627
  ys.flop_type: "dfxtp_1"
  synth-seq-cells: 141
  netlist_instances: 721
  syn-cell-area_mm2: 0.00627
floorplanning:
  die_width_um: 127
  die_h_um: 127
  row_count: 45
  core_util_floorplan: 0.411
  io_pins: 111
  core_area_mm2: 0.0153
  chip_area_mm2: 0.0162
route:
  wirelength_um: 13000
  num_antenna_cells: 0
  drcViolationCount: 0
  wl_per_cell_um: 13.0
  via_per_inst: 5.11
  vias: 5138
  firstDrtPassIters: 4
  ant_nets: 0
  first_iter_violations: 268
job:
  maxCapViolations: 0
  warnings: 39
grt:
  antenna_found_initial: 0
  grt_max_degree: 69
  gr-total-overflow: 0
  grt_pass1_wl_um: 22300
  track_usage: 0.170
  grt_pass1_vias: 4747
hold_path:
  hold_path_class: "reg2reg"
finish:
  largest_reg_flops: 34
  regMostFlops: "shift_register_out_0.data"
  area_growth_pct: 26.3
  fill_cells: 1337
  reg_top3: "shift_register_out_0.data (34), data_buffer (32), shift_register_in_0.data (32)"
  design_area_mm2: 0.00792
  drive_above_1_share: 0.0579
outcome:
  status: "completed"
worst reg2reg max path, stage by stage, from the launching register on:
cell	delay, ns
dfxtp_1	0.35
or4_1	0.71
or4_1	0.73
or4_1	0.52
a311oi_1	0.24
synthesized netlist by cell type (all sizes together), types with 4 or more instances:
cell type | number | area share
a311oi | 6 | 0.0084
dfxtp | 141 | 0.45
nand3 | 4 | 0.0032
nand2 | 48 | 0.029
o211ai | 4 | 0.0048
nor3 | 7 | 0.0056
clkbuf | 44 | 0.026
inv | 12 | 0.0072
a211oi | 73 | 0.087
mux2i | 66 | 0.11
nand2b | 6 | 0.0060
or3 | 5 | 0.0050
ha | 5 | 0.010
nor3b | 4 | 0.0048
buf | 16 | 0.010
or4 | 6 | 0.0072
xor2 | 6 | 0.0084
xnor2 | 4 | 0.0056
a21oi | 65 | 0.052
nor4 | 4 | 0.0040
and2 | 4 | 0.0040
nor2b | 34 | 0.034
nor2 | 111 | 0.066
o21ai | 11 | 0.0088
power groups by stage:
stage	combinational (uW)	clock (uW)	sequential, uW
5_1_grt	2240	2020	2550
4_1_cts	1990	1950	2480
6_report	1980	1900	2480
cells by family after synthesis:
family                   count (synthesis)  share of synthesized area
XOR/XNOR                                10                     0.0140
multiplexers                            68                      0.109
flip-flops                             141                      0.450
AND-OR/OR-AND                          180                      0.189
buffers and inverters                   72                     0.0435
adder cells (fa/ha/maj)                  6                     0.0132
AND/OR/NAND/NOR                        244                      0.181
layer usage:
layer | wire, um | track usage | up-vias
li1 | - | - | 2670
met1 | 6610 | 0.267 | 2323
met2 | 5590 | 0.255 | 136
met3 | 715 | 0.0388 | 9
met4 | 122 | 0.0189 | 0
met5 | 0 | 0 | -
final cells by class:
type                       count  area (um^2)  share of cell area
clock buffer                  24          492              0.0621
clock inverter                 7         87.6              0.0111
inverter                      12         45.0             0.00569
multi-input combinational    508         3170               0.401
sequential                   141         2830               0.358
tap                          211          264              0.0333
timing repair buffer         103         1030               0.130
worst paths after layout:
check / startpoint / to / slack, ns / cells after the start
worst max-delay path: clock_divider_0.count[2]$_SDFF_PP0_ / data_remain[3]$_SDFFE_PP0P_ / 0.56 / 4
worst min-delay path: config_length[1]$_SDFFE_PP0P_ / config_length[1]$_SDFFE_PP0P_ / 0.46 / 2
worst max register to register: clock_divider_0.count[2]$_SDFF_PP0_ / data_remain[3]$_SDFFE_PP0P_ / 0.56 / 4
worst min register to register: config_length[1]$_SDFFE_PP0P_ / config_length[1]$_SDFFE_PP0P_ / 0.46 / 2
cell usage in the layout (no fill, tap or decap), types with 4 or more instances in the layout:
cell type and instances:
o211ai_1 4, nor2b_1 34, dfxtp_1 138, nor3b_1 4, nand2b_1 6, clkdlybuf4s50_1 96
and2_1 4, nand2_1 48, xnor2_1 4, clkinv_2 4, clkbuf_16 17, or3_1 5
clkbuf_8 4, inv_1 12, ha_1 5, buf_4 6, nor3_1 7, a21oi_1 65
nor2_1 111, or4_1 6, o21ai_0 10, a211oi_1 73, mux2i_1 66, nor4_1 4
a311oi_1 6, xor2_1 6, nand3_1 4
metrics by stage:
| stage | util | std cells | power, uW |
|---|---|---|---|
| after floorplan | - | 721 | 3900 |
| after global placement | 0.481 | 975 | 4410 |
| after detailed placement | 0.481 | 975 | 4470 |
| after CTS | 0.519 | 1006 | 6420 |
| after global routing | 0.519 | 1006 | 6810 |
| final | 0.519 | 1006 | 6370 |
Power figures rest on the tool's default switching activity, not on a simulated workload.
